### config.mk
export PLATFORM = sky130hd
export DESIGN_NAME = writeback
export DESIGN_NICKNAME = writeback
export VERILOG_FILES = /design/flow/design.v
export SDC_FILE = /design/flow/constraint.sdc
export NUM_CORES = 4
export LEC_CHECK = 1
export CORE_AREA = 10 10 80 80
export DIE_AREA = 0 0 90 90
### constraint.sdc
current_design writeback

set clk_period 1.0
set clk_io_pct 0.2

create_clock -name clk0 -period $clk_period [get_ports {clk}]

set non_clock_inputs [all_inputs -no_clocks]
set_input_delay [expr $clk_period * $clk_io_pct] -clock clk0 $non_clock_inputs
set_output_delay [expr $clk_period * $clk_io_pct] -clock clk0 [all_outputs]
### design.v
module resisterfile(
  clk,
  rstd,
  wr,
  ra1,
  ra2,
  wa,
  wren,
  rr1,
  rr2
);
input clk,rstd,wren;
input [31:0] wr;
input [4:0] ra1,ra2,wa;
output [31:0] rr1,rr2;
reg [31:0] rf [0:31];
assign rr1 = rf[ra1];
assign rr2 = rf[ra2];
always @(negedge rstd or posedge clk)
    if (rstd == 0) rf [0] <= 32'h00000000;
    else if(wren == 0) rf [wa] <= wr;
endmodule  
module writeback(clk,rstd,nextpc,pc);
input clk,rstd;
input [31:0] nextpc;
output [31:0] pc;
reg [31:0] pc;
always @(negedge rstd or posedge clk)
    begin
      if(rstd == 0) pc <= 32'h00000000;
      else if(clk == 1) pc <= nextpc;
    end
endmodule
### run.sh
#!/bin/bash
# OpenROAD 26Q1-2900-gdf79404cd8, Yosys 0.63+post, stock flow scripts
make -C /OpenROAD-flow-scripts/flow DESIGN_CONFIG=/design/flow/config.mk WORK_HOME=/design/flow/orfs finish
==> results_dict.tcl <==
# yosys + openroad results
set metrics [dict create \
    yosys.area.top_type "dfrtp_1" \
    port_buffers 65 \
    setup_slack_ps 51.51 \
    p_per_area_nw_per_um2 1672 \
    period_used_pct 94.85 \
    max_clock_freq_mhz 1054 \
    maxSlewViolCount 0 \
    top_cell "dfrtp_1" \
    synthDistinctLibCells 1 \
    cp_top_family "flip-flops" \
    clkSlewWorstSetupHoldPaths_ps 60 \
    grt_setup_unrepaired "false" \
    end_kind "output port" \
    cts_tree "yes" \
    criticalPathCategory "reg -> out" \
    clock_path_buffers 2 \
    min_period_ps 948.5 \
    finalSetupViolations 0 \
    final_area_sq_um 1475 \
    top_cells_by_count "dfrtp_1" \
    reg_top3 "pc x32" \
    core_sq_um 4723 \
    critical_path_required_ps 800 \
    fp.dieH_microns 90 \
    p_leak_nw 0.6783 \
    antenna_found_initial 0 \
    avgSynthCellArea_sq_um 25.02 \
    wl_mm 2.306 \
    htreeDepth 2 \
    ant_nets 0 \
    postSynth.asyncResetShare_pct 100.0 \
    drc 0 \
    cts_buffers 5 \
    grt_use_total_pct 5.467 \
    finalHoldViolCount 0 \
    slew_headroom_pct 88.94 \
    ys_seq_elements 32 \
    first_global_vias 630 \
    dieArea_sq_um 8100 \
    drtPass1Iterations 2 \
    combGateArea_sq_um 0 \
    gp_congestion 0.6734 \
    io_pins 66 \
    netlist_area_sq_um 800.8 \
    regMostFlops "pc" \
    worstSetupStartpointType "flip-flop" \
    rows 25 \
    cts_sinks 32 \
    hold_class "in -> async" \
    syn_inst 32 \
    wl_per_cell_microns 13.33 \
    ys_area_sq_um 800.8 \
    worstPathArrival_ps 750 \
    tightestPinTransition_ps 165.8 \
    area_growth_pct 84.22 \
    drv_cap 0 \
    cts_root_buf "clkbuf_8" \
    postCtsSetupBuffers 0 \
    grt_pass1_wl_mm 3.422 \
    cp_slowest_cell "dfrtp_1" \
    largest_reg_flops 32 \
    drtIter0Drc 6 \
    max_stage_delay_ps 360 \
    critical_path.max_fanout 1 \
    vias_per_cell 3.185 \
    path_buffers 1 \
    fillers 473 \
    comb_cells 0 \
    die_w_microns 90 \
    tns_ps 0 \
    cp_cell_sequence "buf_2" \
    vdd_drop_max_mv 0.4967 \
    openroad.warnings 25 \
    grt_max_degree 33 \
    yosys_cells 32 \
    dp_slack_ps 9.811 \
    netlist.area_leader.share_pct 100.0 \
    dpl-instance-area_sq_um 1555 \
    flop_cell "dfrtp_1" \
    synthTopCellsByArea "dfrtp_1" \
    status "finished, final reports clean" \
    vias 551 \
    grt-ovfl-total 0 \
    synth_seq_share_pct 100.0 \
    edf_count 0 \
    yosysWarningCount 1 \
    drive_above_1_share_pct 37.14 \
    initCoreUtil_pct 16.95 \
]
cells in the final DEF, fill, tap and decap left out:
cell type        netlist  final
clkdlybuf4s50_1        0     33
diode_2                0      1
clkbuf_1               0      1
buf_12                 0      1
clkbuf_8               0      5
buf_2                  0     32
dfrtp_1               32     32
clkinv_2               0      1
final timing paths:
kind / from / end / slack (ps) / cells past startpoint
max: pc[29] / pc[29] / 50 / 1
min: rstd / pc[5] / 280 / 2
max in group asynchronous: rstd / pc[19] / 550 / 2
min in group clk0: nextpc[24] / pc[24] / 360 / 1
routing by layer:
| layer | part of all wire [%] | GRT usage, % | vias to the layer above | wire length, microns |
|---|---|---|---|---|
| met4 | 2.9 | 1.326 | 0 | 66 |
| li1 | - | - | 243 | - |
| met1 | 38 | 5.860 | 258 | 878 |
| met3 | 15 | 4.191 | 6 | 351 |
| met5 | 0 | 0 | - | 0 |
| met2 | 44 | 8.354 | 44 | 1009 |
per-stage QoR:
| step | hold slack, ps | power, W | cells | utilization, % |
|---|---|---|---|---|
| floorplan | -95.59 | 0.001382 | 32 | - |
| global placement | 577.4 | 0.001682 | 165 | 32.93 |
| detailed placement | 582.9 | 0.001685 | 165 | 32.93 |
| CTS | 281.2 | 0.002523 | 172 | 31.18 |
| global route | 297.8 | 0.002587 | 172 | 31.18 |
| finish | 280.6 | 0.002467 | 173 | 31.23 |
area by class of cell:
type	count	area (sq um)	share of cell area (%)
clock buffer	6	72.57	4.919
antenna	1	2.502	0.1696
sequential	32	800.8	54.28
timing repair buffer	66	510.5	34.61
tap	67	83.83	5.683
clock inverter	1	5.005	0.3393
power breakdown:
group          internal [W]  switching [W]  total (W)  leakage (nW)
clock              0.000471       0.000409   0.000881        0.0410
sequential          0.00136      0.0000141    0.00137         0.373
combinational      0.000160      0.0000520   0.000212         0.264
cell families after synthesis:
logic type / after synthesis / share of synthesized area, %
flops: 32 / 100.0
what timing repair did:
action	4_1_cts	5_1_grt
gates resized	96	0
hold buffers	0	0
endpoints found under the setup margin	32	0
Power figures rest on the tool's default switching activity, not on a simulated workload.
